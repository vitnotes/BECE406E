==> /design/flow/design.v <==
module adder(input x, y, output sum, carry);
assign sum = x^y;
assign carry = x&y;
endmodule
module array_multiplier(input [3:0]A, B, output [7:0]z);
  wire [3:0]p0, p1, p2, p3;  
  wire [10:0]c;  
  wire [5:0]s;   
  assign p0 = A & {4{B[0]}};
  assign p1 = A & {4{B[1]}};
  assign p2 = A & {4{B[2]}};
  assign p3 = A & {4{B[3]}};
  assign z[0] = p0[0];
  adder h0(p0[1], p1[0], z[1], c[0]);
  adder h1(p1[1], p2[0], s[0], c[1]);
  adder h2(p2[1], p3[0], s[1], c[2]);
  full_adder f0(p0[2], c[0], s[0], z[2], c[3]);
  full_adder f1(p1[2], c[1], s[1], s[2], c[4]);
  full_adder f2(p2[2], c[2], p3[1], s[3], c[5]);
  full_adder f3(p0[3], c[3], s[2], z[3], c[6]);
  full_adder f4(p1[3], c[4], s[3], s[4], c[7]);
  full_adder f5(p2[3], c[5], p3[2], s[5], c[8]);
  adder h3(c[6], s[4], z[4], c[9]);
  full_adder f6(c[9], c[7], s[5], z[5], c[10]);
  full_adder f7(c[10], c[8], p3[3], z[6], z[7]);
endmodule
module full_adder(input x, y, z, output sum, carry);
assign sum = x^y^z;
assign carry = (x&y)|(y&z)|(z&x);
endmodule
==> /design/flow/run.sh <==
#!/bin/bash
# OpenROAD 26Q1-2900-gdf79404cd8, Yosys 0.63+post, stock flow scripts
make -C /OpenROAD-flow-scripts/flow DESIGN_CONFIG=/design/flow/config.mk WORK_HOME=/design/flow/orfs finish
==> /design/flow/config.mk <==
export PLATFORM = sky130hd
export DESIGN_NAME = array_multiplier
export DESIGN_NICKNAME = array_multiplier
export VERILOG_FILES = /design/flow/design.v
export SDC_FILE = /design/flow/constraint.sdc
export NUM_CORES = 4
export LEC_CHECK = 1
export CORE_AREA = 10 10 70 70
export DIE_AREA = 0 0 80 80
==> /design/flow/constraint.sdc <==
current_design array_multiplier

set clk_period 3.3
set clk_io_pct 0.2

create_clock -name clk0 -period $clk_period

set non_clock_inputs [all_inputs -no_clocks]
set_input_delay [expr $clk_period * $clk_io_pct] -clock clk0 $non_clock_inputs
set_output_delay [expr $clk_period * $clk_io_pct] -clock clk0 [all_outputs]
==> impl_metrics.json <==
{
  "drtIter0Drc": 2,
  "grt_pass1_wl_um": 1630,
  "drive_above_1_share_pct": 47.4,
  "ir_worst_vdd_mv": 0.0307,
  "fin_cells": 103,
  "critPathSlowestCell": "fa_2",
  "grt-ovfl-total": 0,
  "timing.hold.ws_ns": 1.92,
  "wl_per_cell_um": 8.46,
  "ant_nets": 0,
  "ys_chip_area_um2": 380,
  "finalSetupViolCount": 3,
  "dp_slack_ns": -1.33,
  "core_area_um2": 3420,
  "via_count": 295,
  "design_area_um2": 619,
  "end_kind": "output pin",
  "worst_slack_ns": -0.567,
  "yosysMostFrequentCell": "and2_1",
  "grtUsageTotal_pct": 3.08,
  "cp_cell_sequence": "buf_6, and2_4, ha_4, inv_2, fa_1, inv_1, fa_1, ha_4, fa_2, fa_2, buf_2",
  "ios": 16,
  "fin_crit_ns": 3.87,
  "fp.dieH_um": 80,
  "first_global_vias": 356,
  "syn_to_final_growth_pct": 62.8,
  "timing.fmax_ghz": 0.259,
  "drtPass1Iterations": 3,
  "p_per_area_nw_per_um2": 142,
  "syn_area_per_cell_um2": 8.85,
  "viasPerCell": 2.86,
  "cp.arrival_ns": 3.21,
  "violations": "setup timing",
  "topCellsByArea": "fa_1 42%, and2_1 18%, buf_4 14%",
  "tns_ns": -1.19,
  "die_area_um2": 6400,
  "ys_seq_share_pct": 0,
  "critPathMaxFanout": 2,
  "fp-row-count": 21,
  "crit_path_start": "B[3]",
  "yosys-top-cells-count": "11 x and2_1, 8 x fa_1, 8 x inv_1, 7 x buf_4, 5 x nand2_1",
  "synth_area_um2": 380,
  "clockBufferCount": 0,
  "synth.distinct_cells": 6,
  "drv_slew": 0,
  "worstPathRequired_ns": 2.64,
  "placed_cell_area_um2": 583,
  "yosysTopAreaCell": "fa_1",
  "yosys_warnings": 0,
  "maxCapViolations": 0,
  "seq_cells": 0,
  "endpoint": "z[6]",
  "ys_cells": 43,
  "hold_class": "in -> out",
  "finalHoldViolations": 0,
  "antenna_found_initial": 0,
  "ctsHoldBuffers": 0,
  "die_x_um": 80,
  "wl_um": 871,
  "grt_setup_unrepaired": "true",
  "startpoint_type": "primary input",
  "drc": 0,
  "slowest_delay_ns": 0.52,
  "netlist_instances": 43,
  "port_buffers": 16,
  "outcome": "finished, violations left",
  "place.gp.congestion": 0.752,
  "fp-utilization_pct": 11.1,
  "dp_hpwl_um": 836,
  "flop_area_um2": 0,
  "crit_type": "in -> out",
  "placed_cells": 102,
  "timing.final.crit_share_pct": 117,
  "slew_headroom_pct": 92.2,
  "diodes": 0,
  "cellLeakagePower_uw": 0.000281,
  "top_cell_area_share_pct": 42.1,
  "worstMarginPinSlew_ns": 0.116,
  "grt_start_max_net_pins": 5,
  "warning_count": 35
}
per-layer routing:
metal	share of wire [%]	global-route usage [%]	vias to the layer above
met5	0	0	-
met4	0	0	0
met3	10	1.25	0
met2	45	5.38	9
met1	44	3.67	140
li1	-	-	146
final cells by class:
cell class / count / area, um^2
fill: 388 / 2800
inverter: 8 / 30.0
multi-input combinational: 28 / 345
tap: 46 / 57.6
timing repair buffer: 21 / 186
stage by stage:
stage / power (uW) / utilization, %
final: 87.7 / 18.1
after global routing: 104 / 18.1
after CTS: 90.4 / 18.1
after detailed placement: 93.1 / 17.1
after global placement: 92.9 / 17.1
after floorplan: 53.9 / -
power by group:
| group | switching [uW] | internal (uW) | total, uW | leakage, uW |
|---|---|---|---|---|
| clock | 0 | 0 | 0 | 0 |
| sequential | 0 | 0 | 0 | 0 |
| combinational | 32.9 | 54.8 | 87.7 | 0.000281 |
kinds of logic after synthesis:
family / count (synthesis) / synth area share [%]
adder cells (fa/ha/maj): 12 / 55.3
buffers and inverters: 15 / 21.7
AND/OR/NAND/NOR: 16 / 23.0
layout by cell type (no fill, tap or decap):
cell,netlist,layout
and2_1,11,7
and2_4,0,4
buf_2,0,3
buf_4,7,4
buf_6,0,4
buf_8,0,1
clkbuf_2,0,1
clkdlybuf4s15_1,0,1
clkdlybuf4s50_1,0,4
dlygate4sd2_1,0,3
fa_1,8,4
fa_2,0,4
ha_1,4,1
ha_2,0,1
ha_4,0,2
inv_1,8,5
inv_2,0,3
nand2_1,5,5
worst min-delay path by stage:
stage / from / end / slack, ns / cells after the start
6_report: B[3] / z[7] / 1.92 / 5
5_1_grt: A[0] / z[0] / 1.97 / 3
4_1_cts: B[3] / z[7] / 1.93 / 5
worst max-delay path, delay by kind of cell:
kind / cells / cell delay [ns]
fa+ha+maj: 6 / 2.11
buf+inv: 4 / 0.28
simple gates: 1 / 0.15
repair_timing:
| item | CTS | global route |
|---|---|---|
| buffers inserted | 1 | 0 |
| gates resized | 45 | 6 |
| endpoints found under the setup margin | 5 | 4 |
| pin swaps | 12 | 7 |
Power figures rest on the tool's default switching activity, not on a simulated workload.
