==> design/flow/design.v <==
module add_seg(a,b,cin,seg1,seg2);
input [3:0]a,b;
input cin;
output [6:0] seg1,seg2;
wire [3:0] sum;
wire carry;
bcd_add fa1(a,b,cin,sum,carry);
bcdseg fa2(sum,seg1);
bcdseg fa3(carry,seg2);
endmodule
module bcd_add(a,b,carry_in,sum,carry);
input [3:0] a,b;
input carry_in;
output reg [3:0] sum;
output reg carry;
wire [6:0] seg1,seg2;
reg [3:0]sum_temp;
always @(a,b,carry_in)
begin
 sum_temp = a+b+carry_in;
if(sum_temp > 9)
begin
sum_temp= sum_temp+6;
carry = 1;
sum = sum_temp[3:0];
end
else
begin
carry = 0;
 sum = sum_temp[3:0];
end
end
endmodule
module bcdseg(bcd,seg); 
input [3:0] bcd;
output reg[6:0] seg;
always @(bcd)
begin
 case(bcd)
	0:seg = 7'b1000000;
	1:seg = 7'b1111001;
	2:seg = 7'b0100100;
	3:seg = 7'b0110000;
	4:seg = 7'b0011001;
	5:seg = 7'b0010010;
	6:seg = 7'b0000010;
	7:seg = 7'b1111000;
	8:seg = 7'b0000000;
	9:seg = 7'b1100000;
	default: seg = 7'b1111111;
endcase
end
endmodule
==> design/flow/run.sh <==
#!/bin/bash
# OpenROAD 26Q1-2900-gdf79404cd8, Yosys 0.63+post, stock flow scripts
make -C /OpenROAD-flow-scripts/flow DESIGN_CONFIG=/design/flow/config.mk WORK_HOME=/design/flow/orfs finish
==> design/flow/config.mk <==
export PLATFORM = sky130hd
export DESIGN_NAME = add_seg
export DESIGN_NICKNAME = add_seg
export VERILOG_FILES = /design/flow/design.v
export SDC_FILE = /design/flow/constraint.sdc
export NUM_CORES = 4
export LEC_CHECK = 1
export CORE_AREA = 10 10 70 70
export DIE_AREA = 0 0 80 80
==> design/flow/constraint.sdc <==
current_design add_seg

set clk_period 5.3
set clk_io_pct 0.2

create_clock -name clk0 -period $clk_period

set non_clock_inputs [all_inputs -no_clocks]
set_input_delay [expr $clk_period * $clk_io_pct] -clock clk0 $non_clock_inputs
set_output_delay [expr $clk_period * $clk_io_pct] -clock clk0 [all_outputs]
==> results.cfg <==
; physical design summary
[place]
placed_area_um2 = 717
gp_congestion = 0.672
port_buffers = 20
dp_hpwl_um = 1040

[drt]
viasPerCell = 3.37
ant_nets = 0
dr_total_vias = 431
drtPass1Iterations = 2
diodes = 0
wire_per_inst_um = 8.73
drtIter0Drc = 14
drc = 0
totalWireLength_um = 1120

[pwr]
cellLeakagePower_nw = 0.346
peakVddDrop_uv = 30.9
powerDensity_nw_per_um2 = 202

[sta]
setup_viol = 0
fin_crit_sh = 0.973
hold_violations = 0
whs_ns = 3.26
fmax_mhz = 194
drv_slew = 0
rsz0062_at_grt = no
layout_min_cycle_time_ns = 5.15

[outcome]
status = finished, final reports clean

[synthesis]
synth_seq_share = 0
syn_inst = 58
ys_sh_xor = 0.0809
yosysChipArea_um2 = 433
synth-simple-area-share = 0.179
ys_types = 22
synthMuxAreaShare = 0.104
logic_family = adder cells
syn_area_um2 = 433
ys_sh_adder = 0.295
yosysCellCount = 58
yosysWarnings = 3
syn_area_per_cell_um2 = 7.46
aoi_share = 0.150

[setup_path]
crit_fanout = 2
worst_setup_path_start_kind = input port
end_kind = output pin
crit_arrival_ns = 4.09
cp.required_ns = 4.24
critPathKind = input port to output pin

[floorplanning]
die_h_um = 80
io-pin-count = 23
core_um2 = 3420
die_w_um = 80
fp_util = 0.127
die_area_um2 = 6400
row_count = 21

[final_layout]
area_growth_pct = 68.5
final_cell_area_um2 = 729
flop-count = 0
drive_above_1_share = 0.171
regArea_um2 = 0
clock_buffers = 0

[run]
tool_warnings = 36
maxCapViolations = 0

[hold_path]
worstHoldPathType = input port to output pin

[clock_tree]
cts_setup_buffers = 0
hold_buffers = 0

[global_routing]
grt_pass1_vias = 422
grt_max_degree = 9
grt_pass1_wl_um = 1790
grt_util_all_layers = 0.0324
grt-ovfl-total = 0
antenna_found_initial = 0
==> cell usage after synthesis (all sizes together) (2+ instances only) <==
| cell type | number | area, µm² |
|---|---|---|
| ha | 7 | 87.6 |
| xor2 | 2 | 17.5 |
| mux2i | 3 | 30.0 |
| inv | 8 | 30.0 |
| conb | 2 | 7.51 |
| fa | 2 | 40.0 |
| nor2 | 5 | 18.8 |
| buf | 6 | 45.0 |
| nand2 | 3 | 18.8 |
| xnor2 | 2 | 17.5 |
| a21oi | 8 | 40.0 |
==> layout make-up <==
type,count,area [µm²]
fillers,388,2690
multi-input cells,45,372
repair buffers,29,270
well taps,46,57.6
inverters,8,30.0
==> where the power goes <==
| part | internal, mW | switching (mW) |
|---|---|---|
| logic | 0.0933 | 0.0537 |
| registers | 0 | 0 |
| clock network | 0 | 0 |
| total | 0.0933 | 0.0537 |
==> cells in the final DEF (no fill, tap or decap) <==
cell / count
a211o_1: 1
a21o_1: 1
a21oi_1: 6
a21oi_2: 2
a221oi_1: 1
and2_1: 1
and3b_1: 1
buf_4: 9
clkdlybuf4s50_1: 19
conb_1: 3
dlymetal6s2s_1: 1
fa_1: 1
fa_2: 1
ha_1: 7
inv_1: 8
mux2_4: 1
mux2i_1: 3
nand2_1: 2
nand2_4: 1
nand2b_1: 1
nand3_1: 1
nand3b_1: 1
nand4_1: 1
nor2_1: 5
xnor2_1: 2
xor2_1: 2
==> final timing paths <==
| check | cells past startpoint | to | startpoint | slack (ns) |
|---|---|---|---|---|
| min | 5 | seg1[6] | a[3] | 3.26 |
| max | 14 | seg1[0] | a[0] | 0.15 |
==> stage by stage <==
step	cells	setup slack [ns]	utilization	TNS (ns)	power [mW]
3_3_place_gp	128	-0.0209	0.210	-0.0209	0.148
4_1_cts	128	0.0638	0.212	0	0.151
3_5_place_dp	128	-0.0298	0.210	-0.0298	0.149
6_report	128	0.145	0.214	0	0.147
2_1_floorplan	59	0.987	-	0	0.0710
5_1_grt	128	0.00101	0.214	0	0.165
==> critical path, stage by stage <==
cell             delay [ns]
clkdlybuf4s50_1        0.45
inv_1                  0.05
fa_2                   0.41
fa_1                   0.52
inv_1                  0.06
a211o_1                0.25
a21oi_2                0.16
a21oi_2                0.05
buf_4                  0.15
ha_1                   0.18
and2_1                 0.15
a21oi_1                0.11
mux2i_1                0.08
clkdlybuf4s50_1        0.41
==> what timing repair did <==
item,CTS,global route
hold endpoints to repair,0,0
setup endpoints to repair,1,3
pin swaps,0,1
resized,2,2
==> per-layer routing <==
metal,vias to the layer above,share of wire,track usage
met5,-,0,0
met4,0,0,0
met3,0,0.085,0.0102
met2,11,0.46,0.0570
met1,190,0.45,0.0397
li1,230,-,-
==> cell families after synthesis <==
kind of cell	Yosys count
fa+ha+maj	9
compound gates	11
other cells	2
buf+inv	14
simple gates	14
mux	4
xor+xnor	4
No activity file was given, so power comes from the tool's default toggle rates.
