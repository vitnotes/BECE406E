===== config.mk =====
export PLATFORM = sky130hd
export DESIGN_NAME = single_port_ram
export DESIGN_NICKNAME = single_port_ram
export VERILOG_FILES = /design/flow/design.v
export SDC_FILE = /design/flow/constraint.sdc
export NUM_CORES = 4
export LEC_CHECK = 1
export CORE_UTILIZATION = 40

===== constraint.sdc =====
current_design single_port_ram

set clk_period 16.9
set clk_io_pct 0.2

create_clock -name clk0 -period $clk_period [get_ports {clk}]

set non_clock_inputs [all_inputs -no_clocks]
set_input_delay [expr $clk_period * $clk_io_pct] -clock clk0 $non_clock_inputs
set_output_delay [expr $clk_period * $clk_io_pct] -clock clk0 [all_outputs]

===== design.v =====
module single_port_ram(
input [7:0] data,  
input [5:0] addr,  
input we,  
input clk,  
output [7:0] q  
);
reg [7:0] ram [63:0];  
reg [5:0] addr_reg;
always @ (posedge clk)
begin
if(we)
ram[addr] <= data;
else
addr_reg <= addr;
end
assign q = ram[addr_reg];
endmodule

===== run.sh =====
#!/bin/bash
# OpenROAD 26Q1-2900-gdf79404cd8, Yosys 0.63+post, stock flow scripts
make -C /OpenROAD-flow-scripts/flow DESIGN_CONFIG=/design/flow/config.mk WORK_HOME=/design/flow/orfs finish

==> flow_metrics.py <==
# Flow results
metrics = {
    "status": {
        "outcome": "completed",
    },
    "synthesis": {
        "common_cells": "edfxtp_1 (518), mux4_2 (126), nor2_1 (65), clkbuf_1 (21), mux2i_1 (18)",
        "top_cells_by_area": "edfxtp_1 (77%), mux4_2 (14%), nor2_1 (1.2%)",
        "ys_types": 36,
        "synthArstFlopShare": 0,
        "netlist_instances": 937,
        "post-synth-top-area-cell": "edfxtp_1",
        "netlist_area_um2": 20300,
        "top_area_frac": 0.766,
        "flop_cell": "edfxtp_1",
        "yosys_warnings": 1,
        "ys_seq_frac": 0.772,
        "numSynthFlops": 524,
        "yosys-stat-area_um2": 20300,
        "edf_count": 518,
        "synth-cells-yosys": 937,
        "syn_avg_cell_area_um2": 21.7,
        "most_common_cell": "edfxtp_1",
    },
    "drt": {
        "num_vias": 9583,
        "via_per_inst": 5.57,
        "route.antenna.diode_count": 0,
        "drc": 0,
        "wl_mm": 45.2,
        "drtPass1Iterations": 5,
        "drt_iter0_drc": 712,
        "wire_per_inst_um": 26.2,
        "ant_nets": 0,
    },
    "placement": {
        "hpwl_mm": 25.9,
        "gp_congestion": 0.835,
        "dp.cells": 1624,
        "dpl_cell_area_um2": 21400,
        "io_buffers": 23,
    },
    "worst_setup_path": {
        "worstPathCellList": "buf_4 > buf_4 > mux4_2 > o221ai_1 > o21ai_0 > a32o_1 > clkdlybuf4s50_1",
        "crit_family": "buffers and inverters",
        "cp-end-kind": "output pin",
        "cp_slowest_cell": "buf_4",
        "path_class": "flip-flop to output pin",
        "start_kind": "flip-flop",
        "path_buffers": 3,
        "arrival_ps": 4020,
        "r2r_start": "addr_reg[1]",
        "reg2reg_slack_ps": 16160,
        "crit_fanout": 49,
        "crit_top_cell": "buf_4",
        "crit_required_ps": 13520,
        "slowest_delay_ps": 680,
        "rr_worst_depth": 1,
        "path_depth": 7,
    },
    "final_timing": {
        "maxSlewHeadroom": 0.351,
        "fin_crit_ps": 7400,
        "fmax_mhz": 135,
        "drv_slew": 0,
        "finalClockPeriodUsage": 0.438,
        "setup-tns-final_ps": 0,
        "hold_viol_final": 0,
        "holdWs_ps": 471,
        "skew_ps": 4.75,
        "final-setup-viol-count": 0,
        "rsz0062_at_grt": "no",
        "worst_slew_pin_slew_ps": 969,
    },
    "job": {
        "drv_cap": 0,
        "warnings": 25,
    },
    "global_routing": {
        "grt_overflow_total": 0,
        "grtUsageTotal": 0.202,
        "grt_pass1_wl_mm": 68.2,
        "antenna_found_initial": 2,
        "grt_max_degree": 76,
        "first_global_vias": 10700,
    },
    "cells_and_area": {
        "regArea_um2": 15700,
        "fin_cells": 1722,
        "largest_reg_flops": 512,
        "final_area_um2": 23000,
        "drive_gt1_frac": 0.257,
        "fill_cells": 4177,
        "mi_logic_area_um2": 4310,
        "syn_to_final_growth_pct": 13.5,
    },
    "floorplanning": {
        "core_area_um2": 50100,
        "rows": 82,
        "die_area_um2": 51600,
        "ios": 24,
        "fp_util": 0.405,
        "die_h_um": 227,
        "die_w_um": 227,
    },
    "clock_tree": {
        "clock-sinks": 524,
        "clk_latency_ps": 600,
        "clk_pin_slew_ps": 60,
        "cts_root_buffer": "clkbuf_16",
        "numCtsBuffers": 53,
        "cts-htree-levels": 2,
        "cts_hold_buf": 0,
        "cts_max_path_buffers": 3,
        "tritoncts": "built",
        "cts_resized": 0,
        "post_cts_buffers": 0,
    },
    "power": {
        "vdd_drop_max_v": 0.0000751,
        "powerDensity_nw_per_um2": 120,
        "p_leak_nw": 7.12,
        "total_power_mw": 2.76,
    },
    "hold_path": {
        "min_path_type": "flip-flop to flip-flop",
        "min_path_cells": 1,
        "hold_start": "addr_reg[3]",
    },
}
==> final cells by class <==
type | instances | area share
flip-flops and latches | 524 | 0.681
clock inverters | 35 | 0.0109
well taps | 672 | 0.0365
inverters | 1 | 0.000163
multi-input cells | 359 | 0.187
repair buffers | 68 | 0.0235
clock buffers | 63 | 0.0610
==> stage by stage <==
stage          worst slack [ps]  utilization
3_5_place_dp              10060        0.427
4_1_cts                    9410        0.460
6_report                   9500        0.460
2_1_floorplan             11670            -
3_3_place_gp              10070        0.427
5_1_grt                    9200        0.460
==> logic make-up (layout without fill, tap and decap cells) <==
kind of cell / Yosys count / in the layout / synth area share
buffers and inverters: 54 / 167 / 0.0154
and+or+nand+nor: 132 / 132 / 0.0299
muxes: 156 / 156 / 0.158
AOI/OAI and AO/OA: 71 / 71 / 0.0241
DFF: 524 / 524 / 0.772
==> cell usage in the layout (no fill, tap or decap), types with 2 or more instances in the layout <==
| master | Yosys | layout |
|---|---|---|
| o21ai_0 | 13 | 13 |
| mux4_1 | 4 | 4 |
| a22o_1 | 4 | 4 |
| dfxtp_4 | 0 | 3 |
| nand3_1 | 7 | 7 |
| mux2i_1 | 18 | 18 |
| o22ai_1 | 16 | 16 |
| clkbuf_16 | 0 | 55 |
| or3b_2 | 2 | 2 |
| a31o_1 | 2 | 2 |
| nor3_1 | 15 | 15 |
| clkinv_2 | 0 | 14 |
| a221oi_1 | 6 | 6 |
| nor3b_1 | 2 | 2 |
| a211oi_1 | 7 | 7 |
| edfxtp_1 | 518 | 518 |
| nor2_1 | 65 | 65 |
| nor2b_1 | 10 | 10 |
| buf_4 | 6 | 44 |
| o221ai_1 | 11 | 11 |
| buf_2 | 12 | 8 |
| o21ai_1 | 3 | 3 |
| clkinvlp_4 | 0 | 2 |
| clkbuf_1 | 21 | 8 |
| dfxtp_1 | 6 | 3 |
| a21oi_1 | 7 | 7 |
| or3_1 | 3 | 3 |
| clkinv_1 | 0 | 13 |
| mux4_2 | 126 | 126 |
| a32o_1 | 2 | 2 |
| nand2_1 | 15 | 15 |
| nand2b_1 | 9 | 9 |
| clkdlybuf4s50_1 | 0 | 15 |
| bufinv_16 | 0 | 3 |
| inv_6 | 0 | 2 |
| mux2_2 | 8 | 8 |
==> routing by layer <==
metal | share of wire | wire length [um] | global-route usage | vias up
met5 | 0.00055 | 25 | 0 | -
met4 | 0.026 | 1160 | 0.0435 | 4
met3 | 0.13 | 6030 | 0.121 | 82
met2 | 0.47 | 21400 | 0.301 | 520
met1 | 0.37 | 16500 | 0.275 | 4890
li1 | - | - | - | 4087
==> how the worst max path moves through the flow <==
stage / from / end / slack [ps]
4_1_cts: flip-flop / q[0] / 9410
5_1_grt: flip-flop / q[0] / 9200
6_report: flip-flop / q[1] / 9500
==> report_power, final <==
group / internal, mW / switching [mW]
Clock: 0.638 / 0.479
Sequential: 1.44 / 0.0137
Combinational: 0.0817 / 0.105
Power is estimated from default activity; no workload was simulated.
